==> flow/run.sh <==
#!/bin/bash
# OpenROAD 26Q1-2900-gdf79404cd8, Yosys 0.63+post, stock flow scripts
make -C /OpenROAD-flow-scripts/flow DESIGN_CONFIG=/design/flow/config.mk WORK_HOME=/design/flow/orfs finish
==> flow/config.mk <==
export PLATFORM = sky130hd
export DESIGN_NAME = VGAMod
export DESIGN_NICKNAME = VGAMod
export VERILOG_FILES = /design/flow/design.v
export SDC_FILE = /design/flow/constraint.sdc
export NUM_CORES = 4
export LEC_CHECK = 1
export CORE_UTILIZATION = 40
==> flow/constraint.sdc <==
current_design VGAMod

set clk_period 4.2
set clk_io_pct 0.2

create_clock -name clk0 -period $clk_period [get_ports {PixelClk}]

set non_clock_inputs [all_inputs -no_clocks]
set_input_delay [expr $clk_period * $clk_io_pct] -clock clk0 $non_clock_inputs
set_output_delay [expr $clk_period * $clk_io_pct] -clock clk0 [all_outputs]
==> flow/design.v <==
module VGAMod
(
    input                   CLK,
    input                   nRST,
    input                   PixelClk,
    output                  LCD_DE,
    output                  LCD_HSYNC,
    output                  LCD_VSYNC,
	output          [4:0]   LCD_B,
	output          [5:0]   LCD_G,
	output          [4:0]   LCD_R
);
    reg         [15:0]  PixelCount;
    reg         [15:0]  LineCount;
	localparam      V_BackPorch = 16'd23; 
	localparam      V_Pluse 	= 16'd1; 
	localparam      HightPixel  = 16'd600;
	localparam      V_FrontPorch= 16'd1; 
	localparam      H_BackPorch = 16'd160; 
	localparam      H_Pluse 	= 16'd1; 
	localparam      WidthPixel  = 16'd1024; 
	localparam      H_FrontPorch= 16'd16;
    localparam      Width_bar   =   128;
    localparam      Hight_bar   =   0;
    reg         [15:0]  BarCount;
    localparam      PixelForHS  =   WidthPixel + H_BackPorch + H_FrontPorch + H_Pluse;  	
    localparam      LineForVS   =   HightPixel + V_BackPorch + V_FrontPorch + V_Pluse;
    always @(  posedge PixelClk or negedge nRST  )begin
        if( !nRST ) begin
            LineCount       <=  16'b0;    
            PixelCount      <=  16'b0;
            end
        else if(  PixelCount  ==  PixelForHS ) begin
            PixelCount      <=  16'b0;
            LineCount       <=  LineCount + 1'b1;
            end
        else if(  LineCount  == LineForVS  ) begin
            LineCount       <=  16'b0;
            PixelCount      <=  16'b0;
            end
        else
            PixelCount      <=  PixelCount + 1'b1;
    end
	reg			[9:0]  Data_R;
	reg			[9:0]  Data_G;
	reg			[9:0]  Data_B;
    always @(  posedge PixelClk or negedge nRST  )begin
        if( !nRST ) begin
			Data_R <= 9'b0;
			Data_G <= 9'b0;
			Data_B <= 9'b0;
            BarCount <=9'd5;
            end
        else begin
			end
	end
    assign  LCD_DE = (( PixelCount < WidthPixel ) && ( LineCount < HightPixel))  ? 1'b1 : 1'b0;
    assign  LCD_HSYNC = (( PixelCount >= WidthPixel + H_FrontPorch) && ( PixelCount <= WidthPixel + H_FrontPorch + H_Pluse)) ? 1'b1 : 1'b0;
    assign  LCD_VSYNC = (( LineCount  <=  HightPixel + V_FrontPorch) && ( LineCount  <= HightPixel + V_FrontPorch + V_Pluse )) ? 1'b1 : 1'b0;
    assign  LCD_R   =   (PixelCount<128*1 && LineCount >= Hight_bar)? 5'b11111 : 
                        (PixelCount<128*2 && LineCount >= Hight_bar ? 5'b11111 :    
                        (PixelCount<128*3 && LineCount >= Hight_bar ? 5'b00000 :   
                        (PixelCount<128*4 && LineCount >= Hight_bar ? 5'b00000 :    
                        (PixelCount<128*5 && LineCount >= Hight_bar ? 5'b11111 : 
                        (PixelCount<128*6 && LineCount >= Hight_bar ? 5'b11111 :    
                        (PixelCount<128*7 && LineCount >= Hight_bar ? 5'b00000 : 
                        (PixelCount<128*8 && LineCount >= Hight_bar ? 5'b00000 : 5'b00000 )))))));
    assign  LCD_G   =   (PixelCount<128*1 && LineCount >= Hight_bar)? 6'b111111 : 
                        (PixelCount<128*2 && LineCount >= Hight_bar ? 6'b111111 :    
                        (PixelCount<128*3 && LineCount >= Hight_bar ? 6'b111111 :   
                        (PixelCount<128*4 && LineCount >= Hight_bar ? 6'b111111 :    
                        (PixelCount<128*5 && LineCount >= Hight_bar ? 6'b000000 : 
                        (PixelCount<128*6 && LineCount >= Hight_bar ? 6'b000000 :    
                        (PixelCount<128*7 && LineCount >= Hight_bar ? 6'b000000 : 
                        (PixelCount<128*8 && LineCount >= Hight_bar ? 6'b000000 : 6'b000000 )))))));
    assign  LCD_B   =   (PixelCount<128*1 && LineCount >= Hight_bar)? 5'b11111 : 
                        (PixelCount<128*2 && LineCount >= Hight_bar ? 5'b00000 :    
                        (PixelCount<128*3 && LineCount >= Hight_bar ? 5'b11111 :   
                        (PixelCount<128*4 && LineCount >= Hight_bar ? 5'b00000 :    
                        (PixelCount<128*5 && LineCount >= Hight_bar ? 5'b11111 : 
                        (PixelCount<128*6 && LineCount >= Hight_bar ? 5'b00000 :    
                        (PixelCount<128*7 && LineCount >= Hight_bar ? 5'b11111 : 
                        (PixelCount<128*8 && LineCount >= Hight_bar ? 5'b00000 : 5'b00000 )))))));
endmodule
==> run summary <==
Implementation results. The run finished with clean final reports. Max-slew check failures listed in the final report amount to 0. Number of cells in the yosys synthesis report landed at roughly 220. TritonCTS built the clock tree. By startpoint and endpoint, the worst setup path is classified as flop to primary output. Number of rows created at floorplan landed at 25. Fraction of registers with async set or reset after synthesis landed at approximately 100%. Endpoints with negative setup slack in the final report add up to 0. Leakage component of the power landed at 0.931 nW. Worst path required time landed at roughly 3.4 ns.

Clock skew after layout landed at between 0.002 and 0.003 ns. H-tree depth landed at 2. Average size of a mapped cell landed at 9.21 µm². Setup repair after global routing left no endpoint under its margin. The post-synth register bit count is 32. Total CTS buffers landed at 5. The number of gates resized after CTS was 0.

The cell area that synthesis handed to floorplanning was 2020 µm². Number of warnings printed during yosys synthesis landed at 1. The run reported a max-capacitance violation count of 0. The arrival time of data at the worst endpoint is listed as between 2 and 2.5 ns. Clock tree synthesis selected as its root buffer the cell clkbuf_8. OpenROAD warning count landed at 30.

Vertical die dimension landed at 73.0 µm. The placement report lists the number of port buffers as 20. First-pass iteration count of the detailed router landed at 4. RePlAce ended its routability-driven mode at a weighted congestion of between 0.8 and 0.9. Overall track demand over capacity in global routing landed at 16.5%. Per the post-CTS timing run, clock transition at the registers of the reported paths is 0.07 ns. For the worst reg-to-reg path, the startpoint reported by OpenROAD is PixelCount[1]. Number of buffers added to fix hold violations after cts landed at 0. The worst-case IR drop observed on VDD is 0.000147 V. The floorplan step records an initial core utilization of between 40% and 50%. Sequential fraction of the synthesis area landed at 39.7%. Share of post-route cells with drive strength above 1 landed at under 10%. Clock sink count landed at 32.

For this run, the leading register cell type out of synthesis is dfrtp_1. The final layout reports a setup TNS of 0 ns. Note that the worst hold path type here is flop to flop. Worst-case clock buffer depth landed at 2. The floorplan step defined a core boundary enclosing 4790 µm². Via count of the first global-routing pass landed at ~1400. Number of vias in the routed layout landed at between 1000 and 1500. The worst setup path is launched from a flop. Total power density per cell area landed at between 200 and 300 nW/µm². For the worst min-delay path, the startpoint reported by OpenROAD is LineCount[14]. After synthesis, the chip area reported by Yosys is a little over 2000 µm². Summing internal, switching and leakage power gives between 600 and 700 µW. In the routed netlist, the antenna diode instances number 0. The final timing summary puts the cycle share of the worst path at between 70% and 80%.

The die is around 73 µm wide. Number of endpoints with negative hold slack in the final report landed at 0. Counting only logic cells after layout, the most numerous master is dfrtp_1. For reference, the critical path is launched at LineCount[14].

Count of mapped cells out of synthesis landed at 219. The count of nets left with antenna violations once routing finished came out at 0. Count of fill cells added during filler insertion landed at ~470. Total half-perimeter wirelength after legalization and detailed placement landed at 2.60 mm. Number of placed I/O pins landed at 22. Wires add up to 3.92 mm. The first global-routing pass estimated between 6 and 7 mm of wire. The report shows a maximum critical-path fanout of 4. Maximum number of pins on one net before global-route repair landed at 33. The worst setup path is captured at a primary output. Worst-margin pin slew landed at 0.851 ns.

Registers take about 800 µm². Layout-stage area growth over the synthesis result landed at 12.8%. Combined area of the multi-input logic cells landed at about 1000 µm². The routed design shows a via density per instance of between 5 and 6. The top cell types in the final layout, fill and taps aside, are dfrtp_1 (32), clkdlybuf4s50_1 (20), nor2_1 (19).

Dividing the detail-routed wire length by the instance count gives roughly 14 µm. For the worst-skew pair, the clock arrives at the later sink with an insertion delay of between 0.2 and 0.3 ns. Yosys mapped a number of flops with a built-in enable equal to 0. In the Yosys stats the netlist draws on 42 distinct library cells. Buffers added to address setup during post-CTS repair amount to 0. Once iteration 0 of detailed routing completed, the report listed 83 DRC markers.

The initial antenna violation count was 0. Post-detailed-route DRC marker count landed at 0. Relative max-transition margin landed at between 40% and 50%. Subtracting the final worst setup slack from the clock period gives roughly 3.1 ns.

After global routing the overflow that remains totals 0. The overall die size recorded for this design is 5330 µm². Achievable clock frequency landed at about 330 MHz.
metrics by stage:
step                utilization [%]  instance area (µm²)  instances  setup WS (ns)  hold WS [ns]
floorplan                         -                 2020        219           2.11         0.466
global placement               44.9                 2150        282           1.45         0.489
detailed placement             44.9                 2150        282           1.43         0.495
CTS                            47.6                 2280        290           1.13         0.504
global route                   47.6                 2280        290          0.959         0.517
finish                         47.6                 2280        290           1.14         0.502
area by class of cell:
type | instances | area share (%)
Clock buffer | 7 | 4.23
Timing Repair Buffer | 22 | 9.46
Inverter | 10 | 1.65
Tap cell | 67 | 3.68
Sequential cell | 32 | 35.2
Multi-Input combinational cell | 151 | 44.5
Clock inverter | 1 | 1.32
synthesized netlist by cell type (3+ instances only):
cell	instances	area share, %
nor3_1	4	0.99
dfrtp_1	32	40
xnor2_1	14	6.1
nand4_1	7	2.2
buf_4	15	5.6
o21ai_0	6	1.5
nor4_1	5	1.6
a31oi_1	3	0.93
and4_1	5	2.2
nor4bb_1	3	1.5
clkbuf_1	6	1.1
nor2_1	19	3.5
nand3_1	16	4.0
and3_1	4	1.2
inv_1	10	1.9
a21oi_1	6	1.5
mux2i_1	7	3.5
or3_1	3	0.93
nand2_1	14	2.6
buf_2	4	0.99
ha_1	6	3.7
xor2_1	5	2.2
sequential cells by signal (all words and copies together) (netlist names):
signal	count
LineCount	16
PixelCount	16
logic make-up after synthesis:
group	count (synthesis)	synth area share [%]
and+or+nand+nor	93	26.4
buffers and inverters	36	10.1
DFF	32	39.7
AOI/OAI and AO/OA	26	8.31
xor gates and xnor gates	19	8.25
muxes	7	3.47
adders and majority gates	6	3.72
critical path, stage by stage, from the launching register on:
cell and delay [ns]:
dfrtp_1 0.41, nor4_1 0.43, nand2_1 0.20, a21oi_1 0.23, nor2b_1 0.19, clkdlybuf4s50_1 0.47
where the power goes:
| part | switching (mW) | total, mW | internal (mW) |
|---|---|---|---|
| registers | 0 | 0.308 | 0.308 |
| clock network | 0.121 | 0.331 | 0.209 |
| logic | 0.00593 | 0.00735 | 0.00142 |
| total | 0.127 | 0.646 | 0.519 |
final timing paths:
| check | slack [ns] | cells after the start | endpoint |
|---|---|---|---|
| min reg2reg | 0.50 | 1 | LineCount[14] |
| max | 1.14 | 5 | LCD_DE |
| max reg2reg | 1.76 | 7 | LineCount[6] |
| max in group asynchronous | 2.95 | 2 | PixelCount[9] |
| min | 0.50 | 1 | LineCount[14] |
| min in group asynchronous | 0.96 | 2 | LineCount[13] |
metal layers:
layer | vias to the layer above | track usage [%] | wire length (µm)
met3 | 6 | 2.80 | 120
met4 | 0 | 1.96 | 60
li1 | 763 | - | -
met5 | - | 0 | 0
met2 | 22 | 23.4 | 1540
met1 | 706 | 28.0 | 2190
Power and IR drop assume default switching activity.
